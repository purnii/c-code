[config.mk]
export PLATFORM = sky130hd
export DESIGN_NAME = tlc_12led
export DESIGN_NICKNAME = tlc_12led
export VERILOG_FILES = /design/flow/design.v
export SDC_FILE = /design/flow/constraint.sdc
export NUM_CORES = 4
export LEC_CHECK = 1
export CORE_AREA = 10 10 70 70
export DIE_AREA = 0 0 80 80
[design.v]
module tlc_12led(clk,d1,d2,d3,d4,d5,d6,d7,d8,d9,d10,d11,d12);
  input clk;
  output reg d1,d2,d3,d4,d5,d6,d7,d8,d9,d10,d11,d12;
  reg [2:0]state;
parameter  ON=1, OFF=0;
parameter  s0=0, s1=1, s2=2, s3=3, s4=4, s5=5;
initial 
begin 
  state=s0;
end
always@(posedge clk)
case(state)
s0: state<=s1;
s1: state<=s2;
s2: state<=s3;
s3: state<=s4;
s4: state<=s5;
s5: state<=s0;
default: state<=s0;
endcase
always@(state)
case(state)
  s0: begin
      d1=OFF;
      d2=OFF;
      d3=ON;
      d4=OFF;
      d5=ON;
      d6=OFF;
      d7=OFF;
      d8=OFF;
      d9=ON;
      d10=OFF;
      d11=ON;
      d12=OFF;
    end
  s1: begin
      d1=OFF;
      d2=ON;
      d3=OFF;
      d4=OFF;
      d5=OFF;
      d6=ON;
      d7=OFF;
      d8=ON;
      d9=OFF;
      d10=OFF;
      d11=OFF;
      d12=ON;
    end
  s2: begin
     d1=OFF;
      d2=OFF;
      d3=ON;
      d4=OFF;
      d5=ON;
      d6=OFF;
      d7=OFF;
      d8=OFF;
      d9=OFF;
      d10=OFF;
      d11=OFF;
      d12=OFF;
    end
  s3: begin
     d1=OFF;
      d2=OFF;
      d3=OFF;
      d4=OFF;
      d5=OFF;
      d6=ON;
      d7=OFF;
      d8=ON;
      d9=OFF;
      d10=OFF;
      d11=OFF;
      d12=OFF;
   end
  s4: begin
     d1=OFF;
      d2=OFF;
      d3=OFF;
      d4=OFF;
      d5=OFF;
      d6=OFF;
      d7=OFF;
      d8=OFF;
      d9=ON;
      d10=OFF;
      d11=ON;
      d12=OFF;
   end
  s5: begin
     d1=OFF;
      d2=ON;
      d3=OFF;
      d4=OFF;
      d5=OFF;
      d6=OFF;
      d7=OFF;
      d8=OFF;
      d9=OFF;
      d10=OFF;
      d11=OFF;
      d12=ON;
     end
  default: begin
      d1=OFF;
      d2=OFF;
      d3=OFF;
      d4=OFF;
      d5=OFF;
      d6=OFF;
      d7=OFF;
      d8=OFF;
      d9=OFF;
      d10=OFF;
      d11=OFF;
      d12=OFF;
    end
    endcase
    endmodule
[run.sh]
#!/bin/bash
# OpenROAD 26Q1-2900-gdf79404cd8, Yosys 0.63+post, stock flow scripts
make -C /OpenROAD-flow-scripts/flow DESIGN_CONFIG=/design/flow/config.mk WORK_HOME=/design/flow/orfs finish
[constraint.sdc]
current_design tlc_12led

set clk_period 1.0
set clk_io_pct 0.2

create_clock -name clk0 -period $clk_period [get_ports {clk}]

set non_clock_inputs [all_inputs -no_clocks]
set_input_delay [expr $clk_period * $clk_io_pct] -clock clk0 $non_clock_inputs
set_output_delay [expr $clk_period * $clk_io_pct] -clock clk0 [all_outputs]
==> impl_metrics.tcl <==
# flow metrics
set metrics [dict create \
    outcome "finished with violations" \
    violations "negative setup slack" \
    clock_tree_from_tritoncts "yes" \
    postLayoutCellArea_sq_um 358 \
    routabilityCongestion 0.714 \
    p_per_area_nw_per_um2 901 \
    netlist-cell-type-count 10 \
    p_leak_uw 0.000181 \
    final.setup.worst_slack_ns -0.0998 \
    fp-row-count 21 \
    fp_util_pct 5.27 \
    port-buffer-count 8 \
    layout_top_registers "state (3)" \
    final_antenna_net_count 0 \
    total_clock_buffers_created_by_cts 3 \
    clock_network_latency_to_the_later_pin_of_the_worst_skew_pair_ns 0.23 \
    setup.worst_path.start "state[0]$_DFF_P_" \
    first_global_vias 187 \
    post_synth_inst_count 21 \
    yosys.stat.seqShare_pct 33.3 \
    clock_sinks 3 \
    number_of_remaining_drc_errors 0 \
    hold_viol_final 0 \
    timing.final.crit_period_ns 1.10 \
    yosysChipArea_sq_um 180 \
    detail_route.antenna_diodes 0 \
    ys_warn_count 1 \
    cp_capture_type "primary output" \
    post-route-period-util_pct 110 \
    grt_setup_unrepaired "true" \
    grt.total_usage_pct 1.67 \
    initial_antenna_violation_count 0 \
    clock-skew-final_ns 0.00186 \
    dpl_ws_ns -0.228 \
    cp.required_ns 0.80 \
    max-clock-path-buffers 2 \
    vias_per_cell 2.13 \
    final-max-slew-violation-count 0 \
    wire_per_inst_um 6.29 \
    setup_viol 9 \
    area_of_the_die_sq_um 6400 \
    detailedRoute.firstIterationViolations 5 \
    clk_root_buffer_cell "sky130_fd_sc_hd__clkbuf_4" \
    place.detailed.hpwl_um 361 \
    setup.worst_path.start_class "flip-flop" \
    power_uw 323 \
    max_cap_violations 0 \
    syn_avg_cell_area_sq_um 8.58 \
    first_pass_iters 2 \
    ioPinCount 13 \
    chipWidth_um 80 \
    hold_class "reg -> reg" \
    grt_first_pass_wirelength_um 828 \
    postPlaceCellArea_sq_um 292 \
    critical_path.max_fanout 3 \
    grt_max_degree 5 \
    grt_overflow_total 0 \
    yosys-stat-cells 21 \
    postCtsHoldBufs 0 \
    worst_ir_drop_vdd_uv 199 \
    worst-setup-path-type "reg -> out" \
    routed_wirelength_um 516 \
    number_of_flip_flops_under_the_largest_register_name 3 \
    path_clk_slew_ns 0.04 \
    most_used_cells_in_the_layout_excluding_fill_and_tap_cells "sky130_fd_sc_hd__buf_2 (8), sky130_fd_sc_hd__buf_4 (5), sky130_fd_sc_hd__conb_1 (4)" \
    die_y_um 80 \
    dr_total_vias 175 \
    reg2reg_from "state[0]$_DFF_P_" \
    max_freq_mhz 909 \
    area_growth_syn_to_layout_pct 98.6 \
    htree_num_levels 1 \
    holdCritStartpoint "state[2]$_DFF_P_" \
    cp_data_arrival_time_ns 0.90 \
    top_logic_cell_by_instance_count_in_the_layout "sky130_fd_sc_hd__buf_2" \
    synth-seq-cells 3 \
    core_area_sq_um 3420 \
    final_layout_size_suffix_gt1_share_pct 72.2 \
    tool_warnings 27 \
    registers.top_by_ff_count "state" \
    synthesis.area_sq_um 180 \
]
==> worst paths after layout <==
kind | end | slack (ns) | depth (start not counted)
max reg2reg | state[2]$_DFF_P_ | -0.01 | 4
max | d2 | -0.1 | 3
min reg2reg | state[1]$_DFF_P_ | 0.62 | 3
min | state[1]$_DFF_P_ | 0.62 | 3
==> Yosys cell counts, drive strengths merged <==
library cell	n	area [sq um]
buf	8	60.1
dfxtp	3	60.1
nor2	3	11.3
a21o	1	7.51
a21oi	1	5.00
and2b	1	8.76
and3b	1	8.76
conb	1	3.75
nor2b	1	6.26
xnor2	1	8.76
==> final cells by class <==
class,count,area (sq um)
tap,46,57.6
clock buffer,4,26.3
multi-input combinational,13,93.8
sequential,3,68.8
timing repair buffer,16,111
fill,396,3060
==> critical path, cell delays in order, from the launching register on <==
cell and delay, ns:
sky130_fd_sc_hd__dfxtp_4 0.34, sky130_fd_sc_hd__buf_6 0.12, sky130_fd_sc_hd__nor2b_4 0.11, sky130_fd_sc_hd__buf_2 0.10
==> report_power, final <==
part,switching (uW),internal (uW)
clock,57.7,149
sequential,0,115
combinational,0.698,0
==> logic make-up after synthesis <==
family / count (synthesis) / synth area share, %
AOI/OAI and AO/OA: 2 / 6.94
DFF: 3 / 33.3
buffers and inverters: 8 / 33.3
other: 1 / 2.08
xor gates and xnor gates: 1 / 4.86
and+or+nand+nor: 6 / 19.4
==> routing by layer <==
metal	vias to the layer above	global-route usage (%)	share of wire (%)
met5	-	0	0
met4	0	0.528	0
met3	0	2.27	21
met2	13	1.69	33
met1	77	1.86	47
li1	85	-	-
==> timing repair <==
| item | in CTS | in global routing |
|---|---|---|
| pin swaps | 2 | 0 |
| setup endpoints to repair | 8 | 9 |
| buffers inserted | 5 | 0 |
| gates resized | 37 | 1 |
==> metrics by stage <==
stage / utilization, % / hold slack, ns / cells / TNS (ns)
after floorplan: - / 0.442 / 24 / 0
after global placement: 8.53 / 0.530 / 73 / -1.42
after detailed placement: 8.53 / 0.553 / 73 / -1.56
after CTS: 10.4 / 0.623 / 82 / -0.722
after global routing: 10.5 / 0.650 / 82 / -1.06
final: 10.5 / 0.617 / 82 / -0.641
