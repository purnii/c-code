`./config.mk`:
```
export PLATFORM = sky130hd
export DESIGN_NAME = four_way_tlc
export DESIGN_NICKNAME = four_way_tlc
export VERILOG_FILES = /design/flow/design.v
export SDC_FILE = /design/flow/constraint.sdc
export NUM_CORES = 4
export LEC_CHECK = 1
export CORE_AREA = 10 10 70 70
export DIE_AREA = 0 0 80 80
```
`./constraint.sdc`:
```
current_design four_way_tlc

set clk_period 1.4
set clk_io_pct 0.2

create_clock -name clk0 -period $clk_period [get_ports {clk}]

set non_clock_inputs [all_inputs -no_clocks]
set_input_delay [expr $clk_period * $clk_io_pct] -clock clk0 $non_clock_inputs
set_output_delay [expr $clk_period * $clk_io_pct] -clock clk0 [all_outputs]
```
`./design.v`:
```
module four_way_tlc(clk,l1,l2,l3,l4);
  input clk;
  output l1,l2,l3,l4;
  reg [2:0]state;
  reg l1,l2,l3,l4;
parameter  RED=1, GREEN=0;
parameter  s0=0, s1=1, s2=2, s3=3, s4=4, s5=5;
initial 
begin 
  state=s0;
end
always@(posedge clk)
case(state)
s0: state<=s1;
s1: state<=s2;
s2: state<=s3;
s3: state<=s4;
s4: state<=s5;
s5: state<=s0;
default: state<=s0;
endcase
always@(state)
case(state)
  s0: begin
      l1=GREEN;
      l3=GREEN;
      l2=RED;
      l4=RED;
    end
  s1: begin
      l2=GREEN;
      l4=GREEN;
      l1=RED;
      l3=RED;
    end
  s2: begin
     l1=GREEN;
     l2=RED;
     l3=RED;
     l4=RED;
   end
  s3: begin
     l2=GREEN;
     l1=RED;
     l3=RED;
     l4=RED;
   end
  s4: begin
     l3=GREEN;
     l2=RED;
     l1=RED;
     l4=RED;
   end
  s5: begin
     l4=GREEN;
     l2=RED;
     l3=RED;
     l1=RED;
     end
  default: begin
       l1=GREEN;
      l3=GREEN;
      l2=RED;
      l4=RED;
    end
    endcase
    endmodule
```
`./run.sh`:
```
#!/bin/bash
# OpenROAD 26Q1-2900-gdf79404cd8, Yosys 0.63+post, stock flow scripts
make -C /OpenROAD-flow-scripts/flow DESIGN_CONFIG=/design/flow/config.mk WORK_HOME=/design/flow/orfs finish
```
==> metrics.csv <==
metric;value;unit
maxCapViolations;0;
rsz0062_at_grt;false;
cts_tree;done;
top_cell_area_share;0.4706;
vias_per_cell;1.903;
yosys.area.top_type;dfxtp_1;
cts_buffers;3;
cts.sinks;3;
max_flop_register;state;
fp.coreArea;3416;um^2
drive_gt1_frac;0.5385;
synthDistinctLibCells;8;
max-slew-margin-rel;0.9221;
drt-total-wl;394;um
hold_depth;1;
worstMarginPinSlew;0.1169;ns
hold_path_class;reg -> reg;
io_buffers;4;
synth-adder-area-share;0;
ys_ff;3;
wire_per_inst;5.472;um
fin_crit_sh;0.9645;
warnings;25;
xor_share;0;
largest_reg_flops;3;
cts-root-buf;clkbuf_4;
fin_setup_tns;0;ns
async_flop_share;0;
ys_area;127.6;um^2
fillers;403;
io_pins;5;
routabilityCongestion;0.6811;
rr_startpoint;state[0]$_DFF_P_;
ys_cells;14;
ys_sh_aoi;0.2549;
edf_count;0;
reg2reg_depth;4;
pwr-share-clk;0.655;
vias;137;
p_switching;0.04827;mW
cp-start-kind;flip-flop;
clkTransAtPathRegs;0.04;ns
initial_core_util;0.03736;
grt_pass1_wl;621;um
path_class;reg -> out;
setup_violations;0;
drc_errors;0;
fin_skew;0.004675;ns
fin_hold_ws;0.4927;ns
die_x;80;um
fin_util;0.08681;
die_y;80;um
top_cells_by_area;dfxtp_1, a21oi_1, or2b_1, a21oi_2, a22o_1;
synth.avg_cell_area;9.116;um^2
reg2reg_to;state[1]$_DFF_P_;
total_power;0.2373;mW
dp_cells;65;
slew_viol_final;0;
r2r_slack;0.42;ns
cp.required;1.12;ns
grt_usage;0.01320;
yosys.area_share.simple;0.2745;
ys_seq_share;0.4706;
p_int;0.1890;mW
diodes;0;
power.density;800.1;nW/um^2
switching_share;0.2035;
fp.dieArea;6400;um^2
cp_max_fo;3;
drt_iter0_drc;5;
synthToLayoutAreaGrowth;132.4;%
clockBufferDepth;2;
antenna_found_initial;0;
fmax;0.7405;GHz
cts_max_level;1;
netlist_area;127.6;um^2
grt_max_degree;8;
dr.pass1.iters;2;
p_leak;0.1110;nW
common_cells;a21oi_1, dfxtp_1, nor2_1, or2b_1;
ff_type;dfxtp_1;
grt_pass1_vias;143;
yosysWarnings;1;
crit_end;l1;
outcome;finished, final reports clean;
arrival;1.07;ns
final.min_clock_period;1.350;ns
muxShareOfSynthArea;0;
pwr-share-comb;0;
worst_setup_path_end_kind;output port;
rows;21;
ant_nets;0;
cts_hold_buf;0;
gr-total-overflow;0;
vdd_drop_max;0.0001002;V
final_cells;72;
startpoint;state[0]$_DFF_P_;
hold_viol;0;
logic_family;simple AND/OR/NAND/NOR gates;
clk_latency;0.23;ns
seqPwrFrac;0.345;
synth_cells;14;
reg_top3;state: 3 flops;
-- kinds of logic after synthesis --
| group | count (synthesis) |
|---|---|
| compound gates | 5 |
| flops | 3 |
| simple gates | 6 |
-- metal layers --
metal	GRT usage	vias to the layer above	part of all wire
met3	0.01364	0	0.11
met5	0	-	0
li1	-	73	-
met4	0.001761	0	0
met1	0.01528	59	0.46
met2	0.01685	5	0.43
-- critical path, cell delays in order, from the launching register on --
cell	delay, ns
dfxtp_4	0.33
buf_4	0.13
nor2_1	0.09
a21oi_1	0.05
dlygate4sd2_1	0.24
-- power groups by stage --
stage	Sequential (mW)	Clock, mW	Combinational, mW
finish	0.0819	0.155	0.0000000697
global route	0.0818	0.166	0.0000000697
CTS	0.0819	0.158	0.0000000667
-- worst min path at each step --
stage / start / end
CTS: state[1]$_DFF_P_ / state[0]$_DFF_P_
global route: state[1]$_DFF_P_ / state[0]$_DFF_P_
finish: state[1]$_DFF_P_ / state[0]$_DFF_P_
-- per-stage QoR --
step                area, um^2  setup slack [ns]
finish                   296.5           0.04963
global route             296.5          0.005942
CTS                      292.8          0.004501
detailed placement       232.7          -0.02877
global placement         232.7           0.02779
floorplan                127.6            0.5128
-- repair_timing --
action,4_1_cts,5_1_grt
setup buffers,3,0
resized,12,3
endpoints found under the hold margin,0,0
pin swaps,0,1
endpoints found under the setup margin,4,2
-- layout by cell type, fill, tap and decap left out --
| cell type | Yosys | routed |
|---|---|---|
| a21oi_1 | 3 | 2 |
| a21oi_2 | 1 | 2 |
| a22o_1 | 1 | 1 |
| buf_4 | 0 | 3 |
| buf_6 | 0 | 1 |
| clkbuf_1 | 0 | 1 |
| clkbuf_2 | 0 | 1 |
| clkbuf_4 | 0 | 3 |
| dfxtp_2 | 0 | 1 |
| dfxtp_4 | 0 | 2 |
| dlygate4sd2_1 | 0 | 3 |
| nand2b_1 | 1 | 1 |
| nor2_1 | 2 | 1 |
| nor2_4 | 0 | 1 |
| nor2b_1 | 1 | 1 |
| or2b_1 | 2 | 2 |
-- area by class of cell --
cell class / count / area [um^2] / share of cell area
Clock buffer: 4 / 26.28 / 0.08861
Multi-Input combinational cell: 11 / 78.83 / 0.2658
Sequential cell: 3 / 68.82 / 0.2321
Tap cell: 46 / 57.56 / 0.1941
Timing Repair Buffer: 8 / 65.06 / 0.2194
Power and IR drop assume default switching activity.
