==> design/flow/design.v <==
module four_way_TLC(clk,l1,l2,l3,l4);
  input clk;
  output l1,l2,l3,l4;
  reg [2:0]state;
  reg l1,l2,l3,l4;
parameter  RED=1, GREEN=0;
parameter  s0=0, s1=1, s2=2, s3=3, s4=4, s5=5;
initial 
begin 
  state=s0;
end
always@(posedge clk)
case(state)
s0: state<=s1;
s1: state<=s2;
s2: state<=s3;
s3: state<=s4;
s4: state<=s5;
s5: state<=s0;
default: state<=s0;
endcase
always@(state)
case(state)
  s0: begin
      l1=GREEN;
      l3=GREEN;
      l2=RED;
      l4=RED;
    end
  s1: begin
      l2=GREEN;
      l4=GREEN;
      l1=RED;
      l3=RED;
    end
  s2: begin
     l1=GREEN;
     l2=RED;
     l3=RED;
     l4=RED;
   end
  s3: begin
     l2=GREEN;
     l1=RED;
     l3=RED;
     l4=RED;
   end
  s4: begin
     l3=GREEN;
     l2=RED;
     l1=RED;
     l4=RED;
   end
  s5: begin
     l4=GREEN;
     l2=RED;
     l3=RED;
     l1=RED;
     end
  default: begin
       l1=GREEN;
      l3=GREEN;
      l2=RED;
      l4=RED;
    end
    endcase
    endmodule
==> design/flow/run.sh <==
#!/bin/bash
# OpenROAD 26Q1-2900-gdf79404cd8, Yosys 0.63+post, stock flow scripts
make -C /OpenROAD-flow-scripts/flow DESIGN_CONFIG=/design/flow/config.mk WORK_HOME=/design/flow/orfs finish
==> design/flow/config.mk <==
export PLATFORM = sky130hd
export DESIGN_NAME = four_way_TLC
export DESIGN_NICKNAME = four_way_TLC
export VERILOG_FILES = /design/flow/design.v
export SDC_FILE = /design/flow/constraint.sdc
export NUM_CORES = 4
export LEC_CHECK = 1
export CORE_AREA = 10 10 70 70
export DIE_AREA = 0 0 80 80
==> design/flow/constraint.sdc <==
current_design four_way_TLC

set clk_period 1.4
set clk_io_pct 0.2

create_clock -name clk0 -period $clk_period [get_ports {clk}]

set non_clock_inputs [all_inputs -no_clocks]
set_input_delay [expr $clk_period * $clk_io_pct] -clock clk0 $non_clock_inputs
set_output_delay [expr $clk_period * $clk_io_pct] -clock clk0 [all_outputs]
==> impl_metrics.json <==
{
  "critical_path.startpoint": "state[0]",
  "finalWeightedCongestion": 0.681,
  "antenna_violating_nets_post_route": 0,
  "grt_pass1_wl_um": 621,
  "leakagePower_nw": 0.111,
  "worst_ir_drop_on_vdd_mv": 0.100,
  "largest_reg_flops": 3,
  "chip_area_um2": 6400,
  "cts-root-to-sink-buffers": 2,
  "finalMaxSlewViolations": 0,
  "fp_util": 0.0374,
  "maximum_number_of_pins_on_one_net_before_global_route_repair": 8,
  "log.warning_count": 25,
  "ys_ff": 3,
  "p_per_area_nw_per_um2": 800,
  "post-route-util": 0.0868,
  "number_of_antenna_violations_at_the_first_check_in_global_routing": 0,
  "num_vias": 137,
  "worstSetupEndpoint": "l1",
  "cts_made_buffers": 3,
  "register_ranked_first_by_flip_flop_count": "state",
  "max_slew.worst_pin.slew_ns": 0.117,
  "htreeDepth": 1,
  "final.setup_skew_ns": 0.00468,
  "biggestRegsByFlops": "state x3",
  "r2r_end": "state[1]",
  "fmax_mhz": 741,
  "clock_tree_from_tritoncts": "yes",
  "die.size.y_um": 80,
  "via_count_of_the_first_global_routing_pass": 143,
  "critical_path_required_ns": 1.12,
  "vias_per_cell": 1.90,
  "chip_area_from_the_yosys_synthesis_statistics_um2": 128,
  "die_x_um": 80,
  "final.setup.tns_ns": 0,
  "cp-start-kind": "flip-flop",
  "detailedRoute.firstIterationViolations": 5,
  "cp_data_arrival_time_ns": 1.07,
  "post_synth_num_cell_types": 8,
  "post-route-min-period_ns": 1.35,
  "worstPathBufferInverterCount": 2,
  "timing.reg2reg.worst_path_depth": 4,
  "drive_above_1_share": 0.538,
  "final-setup-viol-count": 0,
  "hold_path_class": "reg -> reg",
  "cts.reportedPaths.clkPinSlew_ns": 0.04,
  "worst-setup-path-type": "reg -> out",
  "timing.critical_path.cells": "buf_4 -> nor2_1 -> a21oi_1 -> dlygate4sd2_1",
  "global_route.usage.total": 0.0132,
  "outcome": "complete, no violations",
  "hold_viol_final": 0,
  "timing.slew.headroom": 0.922,
  "total_drc_errors_in_the_routed_layout": 0,
  "antennaDiodeCount": 0,
  "filler_cell_count": 403,
  "buffer_ports.inserted": 4,
  "design.portCount": 5,
  "slowest_delay_ns": 0.33,
  "rr_startpoint": "state[0]",
  "netlist_area_um2": 128,
  "core_region_area_um2": 3420,
  "syn_to_final_growth_pct": 132,
  "insertion_delay_ns": 0.23,
  "ys_warn_count": 1,
  "grt_overflow": 0,
  "syn_area_per_cell_um2": 9.12,
  "cts_hold_buffers": 0,
  "ctsRootBufferMaster": "sky130_fd_sc_hd__clkbuf_4",
  "max_cap_violations": 0,
  "ys_cells": 14,
  "cp_max_fo": 3,
  "critPathSlowestCell": "sky130_fd_sc_hd__dfxtp_4",
  "critical_path.top_delay_family": "buffers and inverters",
  "final_min_period_over_clock_period": 0.965,
  "critical_path_cell_count": 4,
  "firstDrtPassIters": 2,
  "placementRows": 21,
  "detail_route.wirelength_um": 394,
  "yosys.stat.seqShare": 0.471,
  "critPathCaptureType": "output port",
  "grt_setup_unrepaired": "no",
  "synthCells": 14,
  "cts.sink_count": 3,
  "worst-r2r-setup-slack_ns": 0.42,
  "avgRoutedWirePerCell_um": 5.47
}
## routing by layer
layer | wire length (µm) | global-route usage | up-vias
li1 | - | - | 73
met1 | 181 | 0.0153 | 59
met2 | 169 | 0.0169 | 5
met3 | 43 | 0.0136 | 0
met4 | 0 | 0.00176 | 0
met5 | 0 | 0 | -
## logic make-up (layout without fill, tap and decap cells)
family                 Yosys count  count (layout)  synth area share
flip-flops                       3               3             0.471
buffers and inverters            0              12                 0
AND/OR/NAND/NOR                  6               6             0.275
AND-OR/OR-AND                    5               5             0.255
## worst register-to-register path, delay by kind of cell (launching register included)
kind | cells | cell delay, ns
flops | 1 | 0.34
buf+inv | 2 | 0.24
simple gates | 1 | 0.24
compound gates | 1 | 0.10
## Yosys cell counts
library cell,instances,share of area
sky130_fd_sc_hd__a21oi_2,1,0.069
sky130_fd_sc_hd__a21oi_1,3,0.12
sky130_fd_sc_hd__dfxtp_1,3,0.47
sky130_fd_sc_hd__a22o_1,1,0.069
sky130_fd_sc_hd__nor2b_1,1,0.049
sky130_fd_sc_hd__nand2b_1,1,0.049
sky130_fd_sc_hd__or2b_1,2,0.12
sky130_fd_sc_hd__nor2_1,2,0.059
## metrics by stage
stage | worst slack (ns) | hold WS, ns | instance area, µm² | std cells | power [mW]
finish | 0.0496 | 0.493 | 297 | 72 | 0.237
global route | 0.00594 | 0.512 | 297 | 72 | 0.248
CTS | 0.00450 | 0.476 | 293 | 72 | 0.240
detailed placement | -0.0288 | 0.500 | 233 | 65 | 0.0872
global placement | 0.0278 | 0.481 | 233 | 65 | 0.0872
floorplan | 0.513 | 0.459 | 128 | 14 | 0.0872
## cell type report
class,count,area (µm²),share of cell area
Clock buffer,4,26.3,0.0886
Multi-Input combinational cell,11,78.8,0.266
Timing Repair Buffer,8,65.1,0.219
Sequential cell,3,68.8,0.232
Tap cell,46,57.6,0.194
## cell usage in the layout (no fill, tap or decap)
cell type	Yosys	routed
sky130_fd_sc_hd__a22o_1	1	1
sky130_fd_sc_hd__a21oi_2	1	2
sky130_fd_sc_hd__buf_6	0	1
sky130_fd_sc_hd__or2b_1	2	2
sky130_fd_sc_hd__nor2b_1	1	1
sky130_fd_sc_hd__dfxtp_2	0	1
sky130_fd_sc_hd__dlygate4sd2_1	0	3
sky130_fd_sc_hd__a21oi_1	3	2
sky130_fd_sc_hd__dfxtp_4	0	2
sky130_fd_sc_hd__buf_4	0	3
sky130_fd_sc_hd__clkbuf_1	0	1
sky130_fd_sc_hd__nor2_4	0	1
sky130_fd_sc_hd__nand2b_1	1	1
sky130_fd_sc_hd__clkbuf_4	0	3
sky130_fd_sc_hd__nor2_1	2	1
sky130_fd_sc_hd__clkbuf_2	0	1
## how the worst min path moves through the flow
stage | depth (start not counted) | endpoint | start | slack, ns
CTS | 1 | state[0] | state[1] | 0.48
global route | 1 | state[0] | state[1] | 0.51
finish | 1 | state[0] | state[1] | 0.49
## power by group
group | switching, mW | internal (mW)
registers | 0 | 0.0819
clock network | 0.0483 | 0.107
logic | 0 | 0
## repair_timing
action                                  4_1_cts  5_1_grt
pin swaps                                     0        1
gates resized                                12        3
setup buffers                                 3        0
endpoints found under the setup margin        4        2
Power and IR drop assume default switching activity.
